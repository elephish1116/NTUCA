==> design.v <==
module IF_ID
(
    clk_i,
    rst_i,
    instr_i,
    pc_i,
    flush_i,
    stall_i,
    pc_o,
    instr_o
);
input clk_i, rst_i, flush_i, stall_i;
input [31:0] instr_i, pc_i;
output reg [31:0] instr_o, pc_o;
always @(posedge clk_i or negedge rst_i) begin
    if (~rst_i) begin
        instr_o <= 32'b0;
        pc_o <= 32'b0;
    end
    else if (~stall_i) begin
        pc_o <= pc_i;
        instr_o <= (flush_i) ? 32'b0 : instr_i;
    end
end
endmodule
==> run.sh <==
#!/bin/bash
# OpenROAD 26Q1-2900-gdf79404cd8, Yosys 0.63+post, stock flow scripts
make -C /OpenROAD-flow-scripts/flow DESIGN_CONFIG=/design/flow/config.mk WORK_HOME=/design/flow/orfs finish
==> config.mk <==
export PLATFORM = sky130hd
export DESIGN_NAME = IF_ID
export DESIGN_NICKNAME = IF_ID
export VERILOG_FILES = /design/flow/design.v
export SDC_FILE = /design/flow/constraint.sdc
export NUM_CORES = 4
export LEC_CHECK = 1
export CORE_UTILIZATION = 30
==> constraint.sdc <==
current_design IF_ID

set clk_period 1.5
set clk_io_pct 0.2

create_clock -name clk0 -period $clk_period [get_ports {clk_i}]

set non_clock_inputs [all_inputs -no_clocks]
set_input_delay [expr $clk_period * $clk_io_pct] -clock clk0 $non_clock_inputs
set_output_delay [expr $clk_period * $clk_io_pct] -clock clk0 [all_outputs]
==> results.sh <==
# implementation run metrics
export IMPL_ys_seq_elements=64
export IMPL_path_clk_slew_ns=0.06
export IMPL_number_of_max_capacitance_violations_reported=0
export IMPL_register_area_um2=1600
export IMPL_cts_sinks=64
export IMPL_hold_path_startpoint="stall_i"
export IMPL_estimated_wirelength_of_the_detail_placed_design_um=4010
export IMPL_maximum_number_of_pins_on_one_net_before_global_route_repair=48
export IMPL_synth_distinct_cells=11
export IMPL_cts_tree="done"
export IMPL_final_layout_top_logic_cell="sky130_fd_sc_hd__clkdlybuf4s50_1"
export IMPL_layout_drive_gt1_share_pct=18.8
export IMPL_route_vias_total=1966
export IMPL_tightestPinTransition_ns=0.398
export IMPL_area_growth_pct=66.1
export IMPL_startpoint_type="register"
export IMPL_synthesized_instance_count=205
export IMPL_log_warning_count=25
export IMPL_r2r_setup_slack_ns=0.63
export IMPL_wl_met1_um=2790
export IMPL_ant_nets=0
export IMPL_drt_pre_antenna_iters=4
export IMPL_crit_required_ns=1.20
export IMPL_r2r_start="pc_o[20]"
export IMPL_min_to="instr_o[19]"
export IMPL_syn_cell_area_um2=2680
export IMPL_port_buffer_count=131
export IMPL_floorplan_core_util_pct=30.9
export IMPL_yosysChipArea_um2=2680
export IMPL_numCtsBuffers=9
export IMPL_detail_route_iter0_violations=55
export IMPL_highest_attainable_clock_frequency_ghz=0.687
export IMPL_worstRegToRegCells=2
export IMPL_p_leak_uw=0.00225
export IMPL_cp_end_kind="output pin"
export IMPL_crit_path_cell_trace="clkdlybuf4s50_1"
export IMPL_total_routed_wirelength_um=5920
export IMPL_synth_area_per_cell_um2=13.1
export IMPL_worst_slew_margin_rel_pct=73.4
export IMPL_floorplan_die_width_um=96.5
export IMPL_floorplan_rows=34
export IMPL_pin_count=132
export IMPL_topRoutingLayerUsed="met4"
export IMPL_cts_buffer_depth=2
export IMPL_cpLargestDelayFamily="buffers and inverters"
export IMPL_synth_seq_share_pct=59.7
export IMPL_grt_total_usage_pct=12.5
export IMPL_route_met3_wl_um=571
export IMPL_peakVddDrop_uv=412
export IMPL_grt_remaining_overflow=0
export IMPL_hold_violations=0
export IMPL_full_die_area_um2=9320
export IMPL_layoutNonFillerInstCount=465
export IMPL_post_route_drc_count=0
export IMPL_ys_cells=205
export IMPL_holdCritPathClass="primary input to register"
export IMPL_holdWs_ns=0.272
export IMPL_coreArea_um2=8680
export IMPL_status="finished, final reports clean"
export IMPL_critical_path_slowest_cell="sky130_fd_sc_hd__clkdlybuf4s50_1"
export IMPL_clock_skew_ns=0
export IMPL_hold_path_cell_count=2
export IMPL_per_cell_routed_wire_length_um=12.7
export IMPL_clock_root_buffer="sky130_fd_sc_hd__clkbuf_8"
export IMPL_critPathMaxFanout=2
export IMPL_antenna_violations_before_repair=0
export IMPL_critical_path_max_stage_delay_ns=0.48
export IMPL_r2r_end="pc_o[20]"
export IMPL_fillcell_total=766
export IMPL_h_tree_depth=3
export IMPL_placed_cells_incl_taps=435
export IMPL_grt_pass1_vias=1849
export IMPL_met2_layer_wire_length_in_the_routed_design_um=2510
export IMPL_viasPerCell=4.23
export IMPL_clkLatencyLatePin_ns=0.32
export IMPL_chipHeight_um=96.5
export IMPL_timing_final_crit_period_ns=1.46
export IMPL_setup_violations_final=0
export IMPL_finalClockPeriodUsage_pct=97.0
export IMPL_finalWeightedCongestion=0.688
export IMPL_area_combinational_um2=958
export IMPL_slew_violations=0
export IMPL_grt_pass1_wl_um=8850
export IMPL_num_antenna_cells=0
export IMPL_lay_top_cells="sky130_fd_sc_hd__clkdlybuf4s50_1, sky130_fd_sc_hd__dfrtp_1, sky130_fd_sc_hd__mux2_4"
export IMPL_worst_setup_path_type="register to output pin"
export IMPL_power_density_nw_per_um2=898
export IMPL_crit_buf_inv=1
export IMPL_critPathArrivalTime_ns=1.16
export IMPL_synth_warnings=1
-- synthesized netlist by cell type --
cell                        n  area (um2)
sky130_fd_sc_hd__o21ai_1   13        65.1
sky130_fd_sc_hd__dfrtp_1   64        1600
sky130_fd_sc_hd__clkbuf_1   4        15.0
sky130_fd_sc_hd__buf_6      9         101
sky130_fd_sc_hd__o21ai_0   18        90.1
sky130_fd_sc_hd__nand2b_1  31         194
sky130_fd_sc_hd__clkbuf_2   1        5.00
sky130_fd_sc_hd__mux2_4    32         480
sky130_fd_sc_hd__a22o_1     1        8.76
sky130_fd_sc_hd__nand2_1   31         116
sky130_fd_sc_hd__nor2_1     1        3.75
-- worst max-delay path by stage --
stage,start,endpoint,slack [ns],depth (start not counted)
4_1_cts,instr_o[26],instr_o[26],0.01,1
6_report,instr_o[15],instr_o[15],0.04,1
5_1_grt,pc_o[1],pc_o[1],-0.01,1
-- layer usage --
layer | vias up | track usage, %
met1 | 904 | 19.4
li1 | 974 | -
met3 | 8 | 4.30
met4 | 0 | 1.47
met2 | 80 | 18.0
met5 | - | 0
-- registers in the layout (all words and copies together) (netlist names) --
signal and cells:
pc_o 32, instr_o 32
-- where the power goes --
| group | total [uW] | internal, uW | switching, uW | leakage (uW) |
|---|---|---|---|---|
| Combinational | 812 | 611 | 201 | 0.00137 |
| Sequential | 1960 | 1880 | 77.6 | 0.000791 |
| Clock | 1230 | 660 | 571 | 0.0000842 |
-- cell type report --
cell class	instances	area share [%]
Clock buffer	12	3.48
Multi-Input combinational cell	127	21.5
Tap cell	108	3.03
Clock inverter	1	0.112
Sequential cell	64	36.0
Timing Repair Buffer	153	35.9
-- timing repair --
action	4_1_cts	5_1_grt
hold buffers	1	0
endpoints found under the hold margin	14	0
setup endpoints to repair	0	37
setup buffers	0	16
gates resized	0	26
-- logic make-up (layout without fill, tap and decap cells) --
| family | after synthesis | count (layout) | synth area share, % |
|---|---|---|---|
| AND-OR/OR-AND | 32 | 32 | 6.11 |
| flip-flops | 64 | 64 | 59.7 |
| multiplexers | 32 | 32 | 17.9 |
| buffers and inverters | 14 | 166 | 4.53 |
| AND/OR/NAND/NOR | 63 | 63 | 11.7 |
-- metrics by stage --
stage	instance area (um2)	setup slack, ns	TNS [ns]	util, %	total power [uW]
after floorplan	2680	0.522	0	-	2220
after global placement	4100	0.147	0	47.2	2780
after detailed placement	4100	0.147	0	47.2	2780
after CTS	4270	0.0149	0	49.2	4060
after global routing	4450	-0.0110	-0.0186	51.3	4250
final	4450	0.0444	0	51.3	4000
Power is estimated from default activity; no workload was simulated.
