==> design/flow/design.v <==
module ID_EX
(
    clk_i,
    rst_i,
    RegWrite_i,
    MemtoReg_i,
    MemRead_i,
    MemWrite_i,
    ALUOp_i,
    ALUSrc_i,
    ImmGen_i,
    instr_i,
    data1_i,
    data2_i,
    RegWrite_o,
    MemtoReg_o,
    MemRead_o,
    MemWrite_o,
    ALUOp_o,
    ALUSrc_o,
    data1_o,
    data2_o,
    ImmGen_o,
    EX_rs1_o,
    EX_rs2_o,
    rd_o,
    func3_o,
    func7_o
);
input clk_i, rst_i, RegWrite_i, MemtoReg_i, MemRead_i, MemWrite_i, ALUSrc_i;
input [1:0] ALUOp_i;
input [31:0] ImmGen_i, instr_i, data1_i, data2_i;
output reg RegWrite_o, MemtoReg_o, MemRead_o, MemWrite_o, ALUSrc_o;
output reg [1:0] ALUOp_o;
output reg [31:0] data1_o, data2_o, ImmGen_o;
output reg [4:0] EX_rs1_o, EX_rs2_o, rd_o;
output reg [2:0] func3_o;
output reg [6:0] func7_o;
always @(posedge clk_i or negedge rst_i) begin
    if (~rst_i) begin
        RegWrite_o <= 1'b0;
        MemtoReg_o <= 1'b0;
        MemRead_o <= 1'b0;
        MemWrite_o <= 1'b0;
        ALUSrc_o <= 1'b0;
        ALUOp_o <= 2'b11;
        data1_o <= 32'b0;
        data2_o <= 32'b0;
        ImmGen_o <= 32'b0;
        EX_rs1_o <= 5'b0;
        EX_rs2_o <= 5'b0;
        rd_o <= 5'b0;
        func3_o <= 3'b0;
        func7_o <= 7'b0;
    end
    else begin
        RegWrite_o <= RegWrite_i;
        MemtoReg_o <= MemtoReg_i;
        MemRead_o <= MemRead_i;
        MemWrite_o <= MemWrite_i;
        ALUOp_o <= ALUOp_i;
        ALUSrc_o <= ALUSrc_i;
        data1_o <= data1_i;
        data2_o <= data2_i;
        ImmGen_o <= ImmGen_i;
        func3_o <= instr_i[14:12];
        func7_o <= instr_i[31:25];
        EX_rs1_o <= instr_i[19:15];
        EX_rs2_o <= instr_i[24:20];
        rd_o <= instr_i[11:7];
    end
end
endmodule
==> design/flow/run.sh <==
#!/bin/bash
# OpenROAD 26Q1-2900-gdf79404cd8, Yosys 0.63+post, stock flow scripts
make -C /OpenROAD-flow-scripts/flow DESIGN_CONFIG=/design/flow/config.mk WORK_HOME=/design/flow/orfs finish
==> design/flow/config.mk <==
export PLATFORM = sky130hd
export DESIGN_NAME = ID_EX
export DESIGN_NICKNAME = ID_EX
export VERILOG_FILES = /design/flow/design.v
export SDC_FILE = /design/flow/constraint.sdc
export NUM_CORES = 4
export LEC_CHECK = 1
export CORE_UTILIZATION = 30
==> design/flow/constraint.sdc <==
current_design ID_EX

set clk_period 1.2
set clk_io_pct 0.2

create_clock -name clk0 -period $clk_period [get_ports {clk_i}]

set non_clock_inputs [all_inputs -no_clocks]
set_input_delay [expr $clk_period * $clk_io_pct] -clock clk0 $non_clock_inputs
set_output_delay [expr $clk_period * $clk_io_pct] -clock clk0 [all_outputs]
==> results.sh <==
# physical design summary
export IMPL_status="finished with violations"
export IMPL_violations="negative setup slack"
export IMPL_finalMaxSlewViolations=0
export IMPL_vias=2116
export IMPL_grt_pass1_wl_um=12600
export IMPL_cts_max_path_buffers=2
export IMPL_synth_stat_cells=128
export IMPL_p_leak_nw=2.83
export IMPL_timing_hold_violations_final=0
export IMPL_io_pins=265
export IMPL_power_density_nw_per_um2=1710
export IMPL_cp_top_family="flip-flops"
export IMPL_setup_ws_ns=-0.126
export IMPL_via_per_inst=3.79
export IMPL_warnings=34
export IMPL_combPwrFrac_pct=6.9
export IMPL_yosysUniqueCellTypes=2
export IMPL_drtAntennaViolNets=0
export IMPL_cts_tree="done"
export IMPL_synth_seq_share_pct=100
export IMPL_grt_use_total_pct=16.2
export IMPL_period_needed_ns=1.33
export IMPL_rsz0062_at_grt="true"
export IMPL_placedCellCount=525
export IMPL_wirelength_um=8340
export IMPL_drtPass1Iterations=4
export IMPL_numClockSinks=128
export IMPL_top_cell_area_share_pct=98.4
export IMPL_comb_multi_input_count=0
export IMPL_cp_end_kind="output pin"
export IMPL_top_cells_by_count="dfrtp_1, dfstp_2"
export IMPL_critPathSlowestCell="dfstp_2"
export IMPL_drive_above_1_share_pct=39.3
export IMPL_worstPathMaxFanout=1
export IMPL_peakVddDrop_v=0.000973
export IMPL_logic_area_sq_um=0
export IMPL_cp_arrival_ns=1.09
export IMPL_p_seq_share_pct=44.9
export IMPL_hold_depth=1
export IMPL_async_flop_share_pct=100
export IMPL_syn_area_per_cell_sq_um=25.0
export IMPL_initial_core_util_pct=31.1
export IMPL_internal_power_mw=8.22
export IMPL_overflow=0
export IMPL_core_sq_um=10300
export IMPL_switching_share_pct=19.5
export IMPL_largest_area_cell="dfrtp_1"
export IMPL_worst_pin_slew_ns=0.391
export IMPL_yosys_warnings=1
export IMPL_crit_buf_inv=1
export IMPL_dieWidth_um=105
export IMPL_grt_pass1_vias=2184
export IMPL_antennaDiodeCount=0
export IMPL_rows=37
export IMPL_cp_slowest_stage_delay_ns=0.51
export IMPL_period_used_pct=110
export IMPL_drt_iter0_drc=59
export IMPL_hold_end="ALUOp_o[0]$_DFF_PN1_"
export IMPL_area_growth_pct=86.5
export IMPL_dieArea_sq_um=11100
export IMPL_flop_cell="dfrtp_1"
export IMPL_path_clk_slew_ns=0.06
export IMPL_switchingPower_mw=1.99
export IMPL_chipHeight_um=105
export IMPL_drcViolationCount=0
export IMPL_io_buffer_count=257
export IMPL_cts_htree_levels=4
export IMPL_slew_headroom_pct=73.9
export IMPL_fmax_mhz=754
export IMPL_area_leaders="dfrtp_1, dfstp_2"
export IMPL_cts_buffers=17
export IMPL_hold_class="input port to flip-flop"
export IMPL_p_clk_share_pct=48.2
export IMPL_synth_most_common_cell="dfrtp_1"
export IMPL_final_cells=558
export IMPL_syn_inst=128
export IMPL_grt_antenna_before_repair=0
export IMPL_required_ns=0.96
export IMPL_ys_chip_area_sq_um=3210
export IMPL_cts_root_buf="clkbuf_8"
export IMPL_start_kind="flip-flop"
export IMPL_place_hpwl_um=6460
export IMPL_synth_flops=128
export IMPL_timing_hold_ws_ns=0.152
export IMPL_max_cap_violations=0
export IMPL_hp_start="ALUOp_i[0]"
export IMPL_edf_count=0
export IMPL_wl_per_cell_um=14.9
export IMPL_setup_viol=33
export IMPL_netlist_area_sq_um=3210
export IMPL_grt_max_degree=38
export IMPL_path_cells="buf_2"
export IMPL_crit_type="flip-flop to output pin"
export IMPL_gp_congestion=0.780
export IMPL_utilization_pct=57.9
-- worst max-delay path by stage --
| stage | start | end | slack, ns | cells after the start |
|---|---|---|---|---|
| CTS | ALUOp_o[1]$_DFF_PN1_ | ALUOp_o[1] | -0.16 | 1 |
| global route | ALUOp_o[0]$_DFF_PN1_ | ALUOp_o[0] | -0.18 | 1 |
| finish | ALUOp_o[1]$_DFF_PN1_ | ALUOp_o[1] | -0.13 | 1 |
-- power groups by stage --
stage         registers, mW  logic, mW  clock network, mW
finish                 4.59      0.706               4.92
global route           4.60      0.774               5.30
CTS                    4.59      0.728               5.07
-- logic make-up after synthesis --
family	after synthesis	synth area share [%]
flops	128	100
-- state kept, by name, indices dropped and copies added (netlist names), 2 cells and up --
name / flops
func3_o: 3
EX_rs2_o: 5
rd_o: 5
func7_o: 7
EX_rs1_o: 5
ImmGen_o: 32
ALUOp_o: 2
data1_o: 32
data2_o: 32
-- cell usage in the layout, fill, tap and decap left out --
cell and count:
clkbuf_16 16, bufinv_16 3, clkinv_2 5, clkinv_4 2, dlygate4sd3_1 1, buf_12 4, buf_2 128, dfrtp_1 126
clkbuf_8 1, dfstp_2 2, buf_4 1, clkdlybuf4s50_1 128, clkbuf_1 1, clkinvlp_4 2, inv_6 2
-- stage by stage --
step                      worst slack (ns)  total power, mW  instance area, sq um  setup TNS [ns]
after floorplan                      0.486             4.61                  3210               0
after global placement              0.0210             5.60                  6030               0
after detailed placement            0.0211             5.60                  6030               0
after CTS                           -0.158             10.4                  5980           -3.80
after global routing                -0.180             10.7                  5980           -6.91
final                               -0.126             10.2                  5980          -0.503
-- metal layers --
metal	global-route usage (%)	part of all wire (%)
met1	23.0	37
met2	25.0	50
met3	6.50	11
met4	2.82	1.8
met5	0	0
-- layout make-up --
cell class	instances	area, sq um
Clock inverter	14	165
Fill cell	818	4350
Tap cell	136	170
Timing Repair Buffer	262	2020
Sequential cell	128	3210
Clock buffer	18	418
-- what timing repair did --
item                       4_1_cts  5_1_grt
gates cloned                     0        0
setup endpoints to repair      128      128
pin swaps                        0        0
setup buffers                    0        0
hold endpoints to repair        90        0
hold buffers                     1        0
resized                        403        0
No activity file was given, so power comes from the tool's default toggle rates.
